==> design/flow/design.v <==
module mac_8in (out, a, b, clk, reset);
parameter bw = 8;
parameter bw_psum = 2*bw+6;
parameter pr = 8;
output reg signed [bw_psum-1:0] out;
input  [pr*bw-1:0] a;
input  [pr*bw-1:0] b;
input clk;
input reset;
reg signed		[2*bw-1:0]	product0	;
reg signed		[2*bw-1:0]	product1	;
reg signed		[2*bw-1:0]	product2	;
reg signed		[2*bw-1:0]	product3	;
reg signed		[2*bw-1:0]	product4	;
reg signed		[2*bw-1:0]	product5	;
reg signed		[2*bw-1:0]	product6	;
reg signed		[2*bw-1:0]	product7	;
always @ (posedge clk) begin
	if (reset) begin
		out <= 0;
		product0 <= 0;
		product1 <= 0;
		product2 <= 0;
		product3 <= 0;
		product4 <= 0;
		product5 <= 0;
		product6 <= 0;
		product7 <= 0;
	end
	else begin
		product0	<=	{{(bw){a[bw*	1	-1]}},	a[bw*	1	-1:bw*	0	]}	*	{{(bw){b[bw*	1	-1]}},	b[bw*	1	-1:	bw*	0	]};
		product1	<=	{{(bw){a[bw*	2	-1]}},	a[bw*	2	-1:bw*	1	]}	*	{{(bw){b[bw*	2	-1]}},	b[bw*	2	-1:	bw*	1	]};
		product2	<=	{{(bw){a[bw*	3	-1]}},	a[bw*	3	-1:bw*	2	]}	*	{{(bw){b[bw*	3	-1]}},	b[bw*	3	-1:	bw*	2	]};
		product3	<=	{{(bw){a[bw*	4	-1]}},	a[bw*	4	-1:bw*	3	]}	*	{{(bw){b[bw*	4	-1]}},	b[bw*	4	-1:	bw*	3	]};
		product4	<=	{{(bw){a[bw*	5	-1]}},	a[bw*	5	-1:bw*	4	]}	*	{{(bw){b[bw*	5	-1]}},	b[bw*	5	-1:	bw*	4	]};
		product5	<=	{{(bw){a[bw*	6	-1]}},	a[bw*	6	-1:bw*	5	]}	*	{{(bw){b[bw*	6	-1]}},	b[bw*	6	-1:	bw*	5	]};
		product6	<=	{{(bw){a[bw*	7	-1]}},	a[bw*	7	-1:bw*	6	]}	*	{{(bw){b[bw*	7	-1]}},	b[bw*	7	-1:	bw*	6	]};
		product7	<=	{{(bw){a[bw*	8	-1]}},	a[bw*	8	-1:bw*	7	]}	*	{{(bw){b[bw*	8	-1]}},	b[bw*	8	-1:	bw*	7	]};
		out <= product0 + product1 + product2 + product3 + product4 + product5 + product6 + product7;
	end
end
endmodule
==> design/flow/run.sh <==
#!/bin/bash
# OpenROAD 26Q1-2900-gdf79404cd8, Yosys 0.63+post, stock flow scripts
make -C /OpenROAD-flow-scripts/flow DESIGN_CONFIG=/design/flow/config.mk WORK_HOME=/design/flow/orfs finish
==> design/flow/config.mk <==
export PLATFORM = sky130hd
export DESIGN_NAME = mac_8in
export DESIGN_NICKNAME = mac_8in
export VERILOG_FILES = /design/flow/design.v
export SDC_FILE = /design/flow/constraint.sdc
export NUM_CORES = 4
export LEC_CHECK = 1
export CORE_UTILIZATION = 30
==> design/flow/constraint.sdc <==
current_design mac_8in

set clk_period 8.5
set clk_io_pct 0.2

create_clock -name clk0 -period $clk_period [get_ports {clk}]

set non_clock_inputs [all_inputs -no_clocks]
set_input_delay [expr $clk_period * $clk_io_pct] -clock clk0 $non_clock_inputs
set_output_delay [expr $clk_period * $clk_io_pct] -clock clk0 [all_outputs]
==> impl_summary.log <==
[report] implementation figures
INFO  metric worstReg2RegEnd = out[18]
INFO  metric drt_wl_total = 57700 um
INFO  metric async_flop_share = 0%
INFO  metric global_route.usage.met2 = 23.3%
INFO  metric cts.repair_timing.setup_buffer_count = 0
INFO  metric area_leader_netlist = fa_1
INFO  metric hold_end = out[0]
INFO  metric post_dp_cell_area = 29700 um^2
INFO  metric clk_path_buf_depth = 2
INFO  metric hold_path.class = reg -> reg
INFO  metric grt_start_max_net_pins = 62
INFO  metric first_global_vias = 19500
INFO  metric post_synth.cell_area_avg = 9.25 um^2
INFO  metric drt_drc_violations_left = 0
INFO  metric grt_use_met1 = 20.2%
INFO  metric cts_max_level = 4
INFO  metric numSynthFlops = 150
INFO  metric final.min_clock_period = 6030 ps
INFO  metric insertion_delay_at_the_late_pin_of_the_worst_skew_pair = 430 ps
INFO  metric core_region_area = 88500 um^2
INFO  metric drive_gt1_share = 1.96%
INFO  metric clock_sink_count = 150
INFO  metric dp.final_hpwl = 50700 um
INFO  metric final.setup.worst_slack = 2470 ps
INFO  metric synth_cell_type_count = 47
INFO  metric drv_cap = 0
INFO  metric tool_warnings = 25
INFO  metric firstDrtPassIters = 27
INFO  metric die_w = 301 um
INFO  metric die-height = 301 um
INFO  metric fin_tns_setup = 0 ps
INFO  metric gr-usage-all-layers = 14.4%
INFO  metric gpl.final_weighted_congestion = 0.897
INFO  metric post-route-util = 34.3%
INFO  metric dr.first_iter.drc_count = 691
INFO  metric areaGrowthSynthToFinish = 13.1%
INFO  metric holdPathStages = 3
INFO  metric ys_seq_share = 11.2%
INFO  metric finalHoldViolCount = 0
INFO  metric synth.top_cells.by_count = inv_1, fa_1, and2_1
INFO  metric setup_viol = 0
INFO  metric detailedPlace.worstSlack = 2060 ps
INFO  metric synth-warning-count = 1
INFO  metric reg2reg_setup_slack = 3880 ps
INFO  metric outcome = completed
INFO  metric clock-skew-final = 11.2 ps
INFO  metric synth_chip_area = 26800 um^2
INFO  metric design_area = 30300 um^2
INFO  metric ctsResizeCount = 0
INFO  metric synthCells = 2899
INFO  metric max_area_cell_share = 40.3%
INFO  metric crit_fanout = 8
INFO  metric fmax = 166 MHz
INFO  metric synth-main-ff-cell = dfxtp_1
INFO  metric clkSlewWorstSetupHoldPaths = 70 ps
INFO  metric grt_overflow = 0
INFO  metric detail_route.vias_per_cell = 4.23
INFO  metric ctsRootBufferMaster = clkbuf_16
INFO  metric num_vias = 17900
INFO  metric rsz_0062_raised_after_global_routing = no
INFO  metric grt_pass1_wl = 99400 um
INFO  metric routed_wire_length_per_instance = 13.6 um
INFO  metric yosys.cell_count.top_type = inv_1
INFO  metric total_of_hold_buffers_inserted_after_clock_tree_synthesis = 0
INFO  metric placementRows = 109
INFO  metric route.antenna.remaining_nets = 0
INFO  metric type_of_destination_of_the_critical_path = register
INFO  metric reg2reg_from = product4[2]
INFO  metric fill_cells = 8998
INFO  metric tritoncts = yes
INFO  metric area_leaders = fa_1, ha_1, inv_1
INFO  metric antenna_found_initial = 1
INFO  metric critPathLaunchType = input pin
INFO  metric top_level_ports = 152
INFO  metric cp_data_required_time = 8810 ps
INFO  metric slew_headroom = 52.8%
INFO  metric synth_stat.cells = 2899
INFO  metric grt.busiest_layer = met2
INFO  metric floorplan_utilization = 30.3%
INFO  metric synth-edff-count = 0
INFO  metric critical_path_arrival = 6330 ps
INFO  metric hp-start = product6[0]
INFO  metric timing_worst_slew_pin_value = 708 ps
INFO  metric number_of_cells_on_the_worst_reg_to_reg_path = 16
INFO  metric period_used_share = 70.9%
INFO  metric io_buffer_count = 151
INFO  metric drv_slew = 0
INFO  metric crit_type = in -> reg
INFO  metric mappedNetlistArea = 26800 um^2
INFO  metric grt_util_met3 = 4.18%
INFO  metric cts_inserted_buffers = 17
INFO  metric fp.dieArea = 90600 um^2
-- logic make-up after synthesis --
logic type / count (synthesis) / synth area share (%)
AND-OR/OR-AND: 217 / 5.37
AND/OR/NAND/NOR: 791 / 15.5
XOR/XNOR: 118 / 3.85
buffers and inverters: 820 / 11.5
flip-flops: 150 / 11.2
multiplexers: 10 / 0.434
adder cells (fa/ha/maj): 793 / 52.1
-- registers in the layout, indices dropped and copies added (netlist names) --
signal and count:
product0 16, product3 16, product4 16, product1 16
product2 16, product6 16, product5 16, product7 16
out 22
-- per-stage QoR --
stage / instances / hold slack, ps
final: 4232 / 808
after detailed placement: 4199 / 783
after global routing: 4231 / 844
after global placement: 4199 / 756
after CTS: 4231 / 810
after floorplan: 2899 / 634
-- layout by cell type (no fill, tap or decap), drive strengths merged, types with 4 or more instances in the layout --
cell / netlist / routed
clkbuf: 10 / 19
o21bai: 11 / 11
nand3: 11 / 11
nor2: 171 / 171
xnor2: 93 / 93
nor3: 13 / 13
dfxtp: 150 / 150
o21a: 32 / 32
o31ai: 5 / 5
a21oi: 36 / 36
or3: 5 / 5
nand2: 137 / 137
mux2: 10 / 10
o311ai: 5 / 5
ha: 253 / 253
and2: 326 / 326
inv: 802 / 808
a21o: 13 / 13
o31a: 8 / 8
nand2b: 36 / 36
nor4: 10 / 10
o21ai: 61 / 61
clkdlybuf4s50: 0 / 150
fa: 540 / 540
or2: 5 / 5
a31oi: 9 / 9
a211oi: 18 / 18
a221oi: 4 / 4
xor2: 25 / 25
o22ai: 5 / 5
o211ai: 6 / 6
nor2b: 73 / 73
-- critical path, cell delays in order --
cell and delay (ps):
clkdlybuf4s50_1 740, and2_1 310, fa_1 470, fa_1 500
fa_1 490, inv_1 50, fa_1 490, inv_1 40
ha_1 320, o21a_1 210, o21ai_0 300, o21ai_1 160
a31oi_1 200, mux2_2 350
-- final cells by class --
cell class	instances	area (um^2)	area share [%]
Multi-Input combinational cell	1929	20700	68.4
Inverter	802	3010	9.93
Sequential cell	150	3000	9.91
Timing Repair Buffer	153	1530	5.04
Tap cell	1165	1460	4.81
Clock buffer	19	453	1.49
Clock inverter	13	138	0.454
Antenna cell	1	2.50	0.00825
-- routing by layer --
layer / up-vias / wire [um]
met1: 8752 / 25600
met2: 267 / 27800
met5: - / 0
met4: 0 / 712
li1: 8860 / -
met3: 31 / 3620
-- how the worst max path moves through the flow --
stage | cells after the start | endpoint | slack, ps | start
5_1_grt | 14 | product1[14] | 2240 | b[10]
6_report | 14 | product1[14] | 2470 | b[10]
4_1_cts | 14 | product1[14] | 2470 | b[10]
